==> /design/flow/design.v <==
module Adder(
    src1_i,
	src2_i,
	sum_o
	);
input  [32-1:0]  src1_i;
input  [32-1:0]	 src2_i;
output [32-1:0]	 sum_o;
wire    [32-1:0]	 sum_o;
assign sum_o = src1_i + src2_i;
endmodule
==> /design/flow/run.sh <==
#!/bin/bash
# OpenROAD 26Q1-2900-gdf79404cd8, Yosys 0.63+post, stock flow scripts
make -C /OpenROAD-flow-scripts/flow DESIGN_CONFIG=/design/flow/config.mk WORK_HOME=/design/flow/orfs finish
==> /design/flow/config.mk <==
export PLATFORM = sky130hd
export DESIGN_NAME = Adder
export DESIGN_NICKNAME = Adder
export VERILOG_FILES = /design/flow/design.v
export SDC_FILE = /design/flow/constraint.sdc
export NUM_CORES = 4
export LEC_CHECK = 1
export CORE_AREA = 10 10 94 94
export DIE_AREA = 0 0 104 104
==> /design/flow/constraint.sdc <==
current_design Adder

set clk_period 14.5
set clk_io_pct 0.2

create_clock -name clk0 -period $clk_period

set non_clock_inputs [all_inputs -no_clocks]
set_input_delay [expr $clk_period * $clk_io_pct] -clock clk0 $non_clock_inputs
set_output_delay [expr $clk_period * $clk_io_pct] -clock clk0 [all_outputs]
==> run_results.csv <==
group,metric,value,unit
timing,clock.fmax,0.114,GHz
drt,via_per_inst,4.91,
die,dieHeight,104,microns
die,rows,30,
global_route,grt_max_degree,11,
yosys,yosysWarnings,0,
timing,drv_slew,0,
worst_setup_path,crit_type,"in2out",
timing,setup_tns,0,ns
worst_hold_path,hp-class,"in2out",
finish,area_growth_syn_to_layout,59.5,%
pwr,powerDensity,48.0,nW/um^2
die,fp.coreArea,6830,sq um
drt,first_pass_iters,4,
clock_network,cts_resized,0,
timing,final_hold_viol_count,0,
flow_run,maxCapViolCount,0,
timing,period_needed,8.78,ns
timing,layout_setup_ws,5.72,ns
worst_setup_path,required,11.60,ns
global_route,grt_pass1_vias,2044,
finish,nClkBuffers,0,
yosys,ys_cells,241,
pwr,peakVddDrop,0.0225,mV
drt,wl_per_cell,13.9,microns
flow_run,warnings,32,
drt,antenna_cells,0,
outcome,status,"complete, no violations",
yosys,synth_area_per_cell,7.24,sq um
pwr,cellLeakagePower,1.18,nW
yosys,synthCells,241,
worst_setup_path,cp-end-kind,"primary output",
drt,remaining_drc_errors,0,
drt,ant_nets,0,
worst_setup_path,arrival,5.88,ns
timing,post-route-period-util,60.5,%
place,pre_cts_slack,5.72,ns
finish,layout_top_cell,"clkdlybuf4s50_1",
worst_setup_path,cp_max_fo,4,
yosys,yosysUniqueCellTypes,50,
finish,final-comb-area,1680,sq um
global_route,grt_overflow,0,
die,pin_count,96,
timing,rsz0062_at_grt,"false",
place,dp_hpwl,5.18,mm
finish,fillCellCount,728,
clock_network,hold_buffers,0,
yosys,ys_seq_share,0,%
worst_setup_path,start_kind,"input port",
die,dieArea,10800,sq um
global_route,antenna_found_initial,0,
global_route,grt_pass1_wl,9.70,mm
place,place_congestion,0.819,
global_route,grtUsageTotal,10.2,%
finish,flops,0,
yosys,ys_chip_area,1740,sq um
clock_network,cts_setup_buffers,0,
timing,relSlewSlack,63.3,%
drt,drtIter0Drc,115,
finish,layout-drive-gt1-share,3.07,%
place,io_buffer_count,96,
drt,routed_wl,5.88,mm
finish,mostFrequentLayoutCells,"clkdlybuf4s50_1 (96), ha_1 (31), a21oi_1 (29)",
drt,dr_total_vias,2070,
finish,final-seq-area,0,sq um
yosys,syn_area,1740,sq um
die,die_w,104,microns
timing,worst_pin_slew,0.537,ns
die,initial_core_util,25.5,%
timing,setup_viol_count_final,0,
## worst max-delay path, cell delays in order
cell	delay, ns
clkdlybuf4s50_1	0.40
ha_1	0.24
fa_1	0.40
a21o_1	0.22
a31o_2	0.27
nand3_1	0.09
o221ai_1	0.24
a311oi_1	0.34
o21bai_1	0.10
xor2_1	0.16
clkdlybuf4s50_1	0.49
## area by class of cell
class / count / share of cell area, %
inverters: 6 / 0.810
multi-input cells: 224 / 60.3
well taps: 96 / 4.32
repair buffers: 96 / 34.5
## final timing paths
path	from	endpoint	slack, ns	cells past startpoint
worst min-delay path	src2_i[0]	sum_o[0]	6.84	3
worst max-delay path	src1_i[0]	sum_o[26]	5.72	11
## cells by family (layout without fill, tap and decap cells)
family	Yosys count	after routing	share of synthesized area, %
compound gates	97	97	39.3
simple gates	65	65	18.3
fa+ha+maj	32	32	23.4
xor+xnor	28	28	14.1
buf+inv	17	102	3.80
mux	2	2	1.15
## routing by layer
| metal | global-route usage, % | share of wire (%) |
|---|---|---|
| met1 | 14.4 | 50 |
| met2 | 16.6 | 44 |
| met4 | 0 | 0 |
| met5 | 0 | 0 |
| met3 | 1.94 | 5.2 |
## through the flow
step / instance area (sq um) / util [%] / cells / hold slack (ns) / total power, mW
after floorplan: 1740 / - / 241 / 5.87 / 0.0641
after global placement: 2780 / 40.7 / 422 / 6.83 / 0.135
after detailed placement: 2780 / 40.7 / 422 / 6.84 / 0.134
after CTS: 2780 / 40.7 / 422 / 6.85 / 0.135
after global routing: 2780 / 40.7 / 422 / 6.85 / 0.148
final: 2780 / 40.7 / 422 / 6.84 / 0.133
## cell usage after synthesis (all sizes together), types with 2 or more instances
cell type  count  area (sq um)
ha            31           388
a21oi         29           145
a21o          19           143
nand2         18          67.6
o21ai         15          78.8
xor2          15           131
xnor2         13           114
nor2          12          45.0
nand3         10          50.1
clkbuf         8          30.0
nand4          8          50.1
inv            6          22.5
o21bai         5          48.8
nor3           4          20.0
a211oi         3          22.5
a311oi         3          43.8
a31oi          3          18.8
buf            3          13.8
o211ai         3          22.5
or2            3          18.8
mux2i          2          20.0
nand2b         2          12.5
o21a           2          15.0
o221ai         2          17.5
o311ai         2          17.5
## report_power, final
part           total, mW  internal, mW  leakage (nW)  switching, mW
Sequential             0             0             0              0
Clock                  0             0             0              0
Combinational      0.133        0.0803          1.18         0.0532
Power figures rest on the tool's default switching activity, not on a simulated workload.
