## flow/run.sh

```bash
#!/bin/bash
# OpenROAD 26Q1-2900-gdf79404cd8, Yosys 0.63+post, stock flow scripts
make -C /OpenROAD-flow-scripts/flow DESIGN_CONFIG=/design/flow/config.mk WORK_HOME=/design/flow/orfs finish
```

## flow/config.mk

```make
export PLATFORM = sky130hd
export DESIGN_NAME = ProgramCounter
export DESIGN_NICKNAME = ProgramCounter
export VERILOG_FILES = /design/flow/design.v
export SDC_FILE = /design/flow/constraint.sdc
export NUM_CORES = 4
export LEC_CHECK = 1
export CORE_AREA = 10 10 102 102
export DIE_AREA = 0 0 112 112
```

## flow/constraint.sdc

```tcl
current_design ProgramCounter

set clk_period 1.0
set clk_io_pct 0.2

create_clock -name clk0 -period $clk_period [get_ports {clk_i}]

set non_clock_inputs [all_inputs -no_clocks]
set_input_delay [expr $clk_period * $clk_io_pct] -clock clk0 $non_clock_inputs
set_output_delay [expr $clk_period * $clk_io_pct] -clock clk0 [all_outputs]
```

## flow/design.v

```verilog
module ProgramCounter(
    clk_i,
	rst_i,
	pc_in_i,
	pc_out_o
	);
input           clk_i;
input	        rst_i;
input  [32-1:0] pc_in_i;
output [32-1:0] pc_out_o;
reg    [32-1:0] pc_out_o;
always @(posedge clk_i) begin
    if(~rst_i)
	    pc_out_o <= 0;
	else
	    pc_out_o <= pc_in_i;
end
endmodule
```

==> results.ini <==
[worst_setup_path]
critPathLaunchType=register
path_cells=clkdlybuf4s15_1
critPathMaxStageDelay_ns=0.31
crit_arrival_ns=0.76
crit_path_max_fanout=1
crit_family=flip-flops
cp_slowest_cell=dfxtp_1
critPathKind=reg -> out
required_ns=0.80
endpoint_kind=primary output
path_buffers=1

[min_path]
hp-class=in -> reg

[logic_synthesis]
ys_cells=67
edf_count=0
ys_chip_area_um2=896
ys_top_cells_by_count=32 x and2_2, 32 x dfxtp_1, 3 x clkbuf_2
synth.avg_cell_area_um2=13.4
top_cells_by_area=dfxtp_1 72%, and2_2 27%, clkbuf_2 1.7%
ff_type=dfxtp_1
synth-seq-cells=32
yosys.area.top_type=dfxtp_1
synth.distinct_cells=3
yosys.area.top_type_share=0.715
yosysWarnings=1
syn_inst=67
ys_seq_frac=0.715
synthesis.area_um2=896
async_flop_share=0

[pwr]
switching_share=0.198
internal-power_mw=2.13
p_sw_uw=528
p_leak_nw=0.706
ir_drop_mv=0.407
p_comb_frac=0.106
power_mw=2.66
p_clk_frac=0.382
power_density_nw_per_um2=1550
seqPwrFrac=0.512

[routing]
n_antenna_cell=0
drc=0
num_vias=704
drtIter0Drc=4
final_antenna_net_count=0
viasPerCell=2.90
firstDrtPassIters=3
wire_per_inst_um=12.2
drt-total-wl_mm=2.96

[finish]
layout-drive-gt1-share=0.428
area_growth_pct=92.3
top_register=pc_out_o
top_regs=pc_out_o x32
instances_no_fill=243
largest_register_ffs=32

[placement]
port_buffers=65
gp_congestion=0.680
hpwlAfterDp_mm=2.38
place_inst=235

[cts]
ctsResizeCount=72
cts_tree=built
cts_max_level=2
cts_buffer_depth=2
clkTransAtPathRegs_ns=0.07
post_cts_buffers=0
hold_buffers=0
cts-root-buf=clkbuf_8
clock-sinks=32
numCtsBuffers=5

[die]
rows=33
die_area_um2=12500
fp-utilization=0.109
core_um2=8220
die_x_um=112
die_y_um=112
io_pins=66

[final_timing]
setup_violations=0
rsz0062_at_grt=false
slew_headroom=0.926
fmax_ghz=1.04
hold_viol=0
period_needed_ns=0.963
slew_violations=0
worst_pin_slew_ns=0.110
finalCritPeriodShare=0.963

[global_route]
grt_pass1_vias=763
grt-ovfl-total=0
grt_pass1_wl_mm=4.49
track_usage=0.0446
antenna_found_initial=0
grt_max_degree=33

[outcome]
status=finished clean

[run]
drv_cap=0
warning_count=25

-- final timing paths --
path | end | start | cells after the start | slack, ns
max | pc_out_o[1] | pc_out_o[1]$_SDFF_PN0_ | 1 | 0.04
min | pc_out_o[0]$_SDFF_PN0_ | pc_in_i[0] | 2 | 0.51
-- layout by cell type, fill, tap and decap left out --
master,n
clkbuf_8,6
dfxtp_2,8
and2_2,32
clkbuf_2,9
dfxtp_1,24
clkdlybuf4s50_1,33
buf_12,1
clkdlybuf4s15_1,20
clkbuf_1,2
buf_2,3
-- through the flow --
stage | worst slack (ns) | hold WS [ns] | TNS, ns | cell area (um2) | utilization
after floorplan | 0.405 | 0.336 | 0 | 896 | -
after global placement | -0.128 | 0.799 | -3.54 | 1680 | 0.205
after detailed placement | -0.139 | 0.801 | -3.72 | 1680 | 0.205
after CTS | 0.00225 | 0.500 | 0 | 1760 | 0.214
after global routing | 0.00158 | 0.505 | 0 | 1720 | 0.210
final | 0.0374 | 0.513 | 0 | 1720 | 0.210
-- area by class of cell --
type                            instances  area (um2)
Timing Repair Buffer                   66         611
Tap cell                              105         131
Sequential cell                        32         651
Clock buffer                            8        90.1
Multi-Input combinational cell         32         240
Fill cell                             882        6490
-- kinds of logic (layout without fill, tap and decap cells) --
kind of cell           Yosys count  in the layout  synth area share
buffers and inverters            3             74            0.0168
DFF                             32             32             0.715
and+or+nand+nor                 32             32             0.268
-- metal layers --
metal	GRT usage	vias to the layer above	wire length, um
met2	0.0723	38	1380
met5	0	-	0
met4	0.0110	0	87
li1	-	339	-
met1	0.0492	322	1120
met3	0.0261	5	362
-- power by group through the flow --
| stage | registers (mW) | clock network, mW | logic (mW) |
|---|---|---|---|
| CTS | 1.36 | 1.08 | 0.303 |
| global route | 1.37 | 1.12 | 0.312 |
| finish | 1.36 | 1.02 | 0.283 |
Power and IR drop assume default switching activity.
